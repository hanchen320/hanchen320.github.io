`design/flow/config.mk`:
```
export PLATFORM = sky130hd
export DESIGN_NAME = timer
export DESIGN_NICKNAME = timer
export VERILOG_FILES = /design/flow/design.v
export SDC_FILE = /design/flow/constraint.sdc
export NUM_CORES = 4
export LEC_CHECK = 1
export CORE_UTILIZATION = 50
```
`design/flow/constraint.sdc`:
```
current_design timer

set clk_period 2.5
set clk_io_pct 0.2

create_clock -name clk0 -period $clk_period [get_ports {clk}]

set non_clock_inputs [all_inputs -no_clocks]
set_input_delay [expr $clk_period * $clk_io_pct] -clock clk0 $non_clock_inputs
set_output_delay [expr $clk_period * $clk_io_pct] -clock clk0 [all_outputs]
```
`design/flow/design.v`:
```
module clk10(
    input clk,rst,
    output reg clk_o
    );
    reg [3:0]count;
    always @(posedge clk)begin
        if(rst)begin
        count<=0;
        clk_o=0;
        end
        else
        if(count==9)begin
            count<=0;
            clk_o<=~clk_o;
            end
        else
            count<=count+1;
        end
endmodule
module Count(
    input clk,rst,en,
    output [23:0]count
    );
    wire [7:0] count1,count2,count3;
    wire eno1,eno2,eno3;
    BCDcount59 u_BCDcount59_1(clk,rst,en&eno2&eno3,count1,eno1);
    BCDcount59 u_BCDcount59_2(clk,rst,en&eno3,count2,eno2);
    BCDcount99 u_BCDcount99(clk,rst,en,count3,eno3);
    assign count={count1,count2,count3};
endmodule
module BCDcount5(
    input clk,rst,en,
    output reg [3:0]count,
    output eno
);
always @(posedge clk)
    begin
        if(rst)
            count<=0;
        else if(en)begin
            if(count==5)
                count<=0;
            else
                count<=count+1;
        end
        else
            count<=count;
    end
assign eno=(count==5);
endmodule
module BCDcount59(
    input clk,rst,en,
    output [7:0]count,
    output eno
    );
    wire [3:0] count1,count2;
    wire eno2,eno1;
    BCDcount5 u_BCDcount5(clk,rst,eno2&en,count1,eno1);
    BCDcount9 u_BCDcount9(clk,rst,en,count2,eno2);
    assign count={count1,count2};
    assign eno=(count==16'h59);
endmodule
module BCDcount9(
    input clk,rst,en,
    output reg [3:0]count,
    output eno
);
always @(posedge clk)
    begin
        if(rst)
            count<=0;
        else if(en)begin
            if(count==9)
                count<=0;
            else
                count<=count+1;
        end
        else
            count<=count;
    end
assign eno=(count==9);
endmodule
module BCDcount99(
    input clk,rst,en,
    output [7:0]count,
    output eno
    );
    wire [3:0] count1,count2;
    wire eno2,eno1;
    BCDcount9 u_BCDcount9_1(clk,rst,eno2,count1,eno1);
    BCDcount9 u_BCDcount9_2(clk,rst,en,count2,eno2);
    assign count={count1,count2};
    assign eno=(count==16'h99);
endmodule
module key_debounce (   
    input  wire     clk,      
    input  wire     rst,    
    input  wire     key,      
    output reg      key_done  
);
reg                 key_r0;   
reg                 key_r1;   
reg                 flag;     
wire                nedge;    
reg [19:0]          cnt;
wire                add_cnt;   
wire                end_cnt;   
parameter           MAX_CNT=20'd1_000_000;   
always @(posedge clk) begin
    if (rst) begin
        key_r0<=1'b1;
    end
    else
        key_r0<=key;
end
always @(posedge clk) begin
    if (rst) begin
        key_r1<=1'b1;    
    end
    else
        key_r1<=key_r0;
end
assign nedge = ~key_r0 & key_r1;   
always @(posedge clk) begin
    if (rst) begin
        flag<=1'b0; 
    end
    else if (nedge) begin
        flag<=1'b1; 
    end
    else if (end_cnt) begin
        flag<=1'b0;
    end
end
always @(posedge clk) begin
    if (rst) begin
        cnt<=20'b0;
    end
    else if (add_cnt) begin
        if (end_cnt) begin
            cnt<=20'b0;
        end
        else
            cnt<=cnt+1;
    end
end
assign add_cnt=flag;                     
assign end_cnt=add_cnt&&cnt==MAX_CNT-1;  
always @(posedge clk) begin
    if (rst) begin
        key_done<=1'b0; 
    end
    else if (end_cnt) begin             
        key_done<=~key_r0;
    end
    else
        key_done<=1'b0;
end
endmodule
module key_inverter(
    input clk,rst,key,
    output reg key_o
    );
    always @(posedge clk)
    begin
        if(rst)
            key_o<=0;
        else
            if(key)
                key_o<=~key_o;   
    end
endmodule
module num_7seg (c,hex);
input [3:0] c;
output reg [6:0] hex;
always@(*)begin
    begin
    case(c)
    4'b0000: hex=7'b1000000;
    4'b0001: hex=7'b1111001;
    4'b0010: hex=7'b0100100;
    4'b0011: hex=7'b0110000;
    4'b0100: hex=7'b0011001;
    4'b0101: hex=7'b0010010;
    4'b0110: hex=7'b0000010;
    4'b0111: hex=7'b1111000;
    4'b1000: hex=7'b0000000;
    4'b1001: hex=7'b0010000;
    default: hex=7'b0000000;
    endcase
    end
end
endmodule
module timer(
    input clk,rst,key,
    output [6:0] seg_1,
    output [6:0] seg_2,
    output [6:0] seg_3,
    output [6:0] seg_4,
    output [6:0] seg_5,
    output [6:0] seg_6
    );
    wire clk_10;
    wire key_done;
    wire en;
    wire [23:0] count;
    clk10 u_clk10(clk,rst,clk_10); 
    key_debounce u_key_debounce(clk,rst,key,key_done); 
    key_inverter u_key_inverter(clk,rst,key_done,en); 
    Count u_Count(clk_10,rst,en,count); 
    num_7seg u_num_7seg_1(count[23:20],seg_1); 
    num_7seg u_num_7seg_2(count[19:16],seg_2);
    num_7seg u_num_7seg_3(count[15:12],seg_3);
    num_7seg u_num_7seg_4(count[11:8],seg_4);
    num_7seg u_num_7seg_5(count[7:4],seg_5);
    num_7seg u_num_7seg_6(count[3:0],seg_6);   
endmodule
```
`design/flow/run.sh`:
```
#!/bin/bash
# OpenROAD 26Q1-2900-gdf79404cd8, Yosys 0.63+post, stock flow scripts
make -C /OpenROAD-flow-scripts/flow DESIGN_CONFIG=/design/flow/config.mk WORK_HOME=/design/flow/orfs finish
```
==> reports/qor.yml <==
timing:
  untimed_endpoints: 108
  max_slew_margin_pct: 50.6
  maxSlewViolCount: 0
  skew_ns: 0.00221
  finalCritPeriodShare_pct: 83.7
  rsz0062_at_grt: "false"
  tightestPinTransition_ns: 0.735
  unclocked_pins: 66
  finalSetupViolations: 0
  setup_tns_ns: 0
  hold_viol_final: 0
  fin_crit_ns: 2.09
  fmax_ghz: 0.478
worst_setup_path:
  critPathKind: "flop to flop"
  cp.required_ns: 2.64
  reg2reg_depth: 5
  r2r_start: "u_key_debounce.cnt[11]"
  slowest_stage: "or4_1"
  arrival_ns: 2.23
  cp-end-kind: "flop"
  max_stage_delay_ns: 0.52
  start_kind: "flop"
  r2r_setup_slack_ns: 0.41
  r2r-end: "u_key_debounce.cnt[11]"
  cp_max_fo: 18
  crit_chain: "or4_1 > nor4_1 > nand2_1 > nand2_1 > nor2_1"
  worst_path_most_repeated_cell: "nand2_1"
yosys:
  yosys_area_mm2: 0.00464
  syn_area_per_cell_um2: 9.53
  yosys-top-cells-area: "dfxtp_1 (41%), ha_1 (12%), nor2_1 (4.4%)"
  synth_cell_types: 62
  synth_warnings: 6
  top_cell: "dfxtp_1"
  syn_area_mm2: 0.00464
  ys.flops: 96
  ys_top_cells_by_count: "dfxtp_1 (96), nor2_1 (55), ha_1 (45)"
  synth_async_sr_flop_share_pct: 0
  synthFlopType: "dfxtp_1"
  yosysTopAreaCell: "dfxtp_1"
  ys_seq_share_pct: 41.4
  ys_cells: 487
  synth-edff-count: 0
  top_cell_area_share_pct: 41.4
  syn_inst: 487
final_layout:
  area_growth_pct: 11.9
  drive_above_1_share_pct: 8.73
  stdcell_area_mm2: 0.00519
  postLayoutCoreUtil_pct: 58.7
  fin_cells: 635
placed_design:
  placed_area_mm2: 0.00510
  port_buffers: 44
  dp.cells: 627
  hpwl_mm: 5.62
  routabilityCongestion: 0.818
global_route:
  grt_use_met3_pct: 1.82
  globalRouteOverflowTotal: 0
  grt_pass1_vias: 2940
  busiest_layer: "met2"
  track_usage_pct: 16.6
  antenna_found_initial: 0
  grt_max_degree: 67
  use_met1_pct: 26.2
  use_met2_pct: 26.7
  grt_pass1_wl_mm: 13.1
clocking:
  tritoncts: "yes"
  clkTransAtPathRegs_ns: 0.06
  ctsHoldBuffers: 0
  clk_latency_ns: 0.27
  cts-resized-gates: 0
  root_buffer: "clkbuf_8"
  cts_max_level: 2
  cts_buffers: 5
  cts_max_path_buffers: 2
  post_cts_buffers: 0
floorplanning:
  num_io_pins: 45
  die_w_um: 98.4
  chipHeight_um: 98.4
  core_mm2: 0.00885
  fp_util_pct: 52.5
  chipArea_mm2: 0.00967
  rows: 34
routing:
  wl_mm: 7.70
  drc: 0
  initialDrtViolationCount: 111
  diodes: 0
  via_count: 3277
  drtPass1Iterations: 6
  routedWlPerCell_um: 12.1
  routed_via_density: 5.16
  antenna_left: 0
min_path:
  min_path_type: "flop to flop"
  holdPathEnd: "u_key_debounce.key_r1"
  hold_path.startpoint: "u_key_debounce.key_r0"
  holdPathStages: 1
job:
  warnings: 57
  maxCapViolCount: 0
run_status:
  outcome: "completed"
power:
  fin_total_pwr_uw: 932
  power_density_mw_per_mm2: 179
  p_leak_nw: 2.07
  vdd.ir_drop.worst_mv: 0.472
[kinds of logic (layout without fill, tap and decap cells)]
group	count (synthesis)	after routing	share of synthesized area, %
AND-OR/OR-AND	77	77	12.3
XOR/XNOR	28	28	5.28
adder cells (fa/ha/maj)	45	45	12.1
buffers and inverters	44	84	5.36
flip-flops	96	96	41.4
multiplexers	7	7	1.54
AND/OR/NAND/NOR	190	190	22.0
[registers in the layout, summed over array words and instances, names as in the netlist, 7 cells and up]
| register | cells |
|---|---|
| seg_1 | 7 |
| seg_2 | 7 |
| seg_3 | 7 |
| seg_4 | 7 |
| seg_5 | 7 |
| seg_6 | 7 |
| u_key_debounce.cnt | 20 |
[how the worst max path moves through the flow]
| stage | from | to | slack [ns] | depth (start not counted) |
|---|---|---|---|---|
| after CTS | u_key_debounce.cnt[11] | u_key_debounce.cnt[6] | 0.41 | 5 |
| after global routing | u_key_debounce.cnt[11] | u_key_debounce.cnt[6] | 0.24 | 5 |
| final | u_key_debounce.cnt[11] | u_key_debounce.cnt[11] | 0.41 | 5 |
[worst max-delay path: cells and delay by family, from the launching register on]
| kind | cells | cell delay (ns) |
|---|---|---|
| AND/OR/NAND/NOR | 5 | 1.61 |
| flip-flops | 1 | 0.34 |
[cell type report]
type / count / area [um^2]
fill: 765 / 3650
multi-input combinational: 347 / 2470
sequential: 96 / 1920
timing repair buffer: 46 / 455
tap: 108 / 135
inverter: 30 / 118
clock buffer: 7 / 86.3
clock inverter: 1 / 5.00
[metrics by stage]
stage	hold WS [ns]	worst slack, ns
after floorplan	0.418	0.692
after global placement	0.446	0.492
after detailed placement	0.431	0.429
after CTS	0.451	0.411
after global routing	0.459	0.241
final	0.448	0.407
[where the power goes]
part           switching [mW]  leakage (nW)  internal (mW)
combinational          0.0285          1.25         0.0158
sequential            0.00814         0.776          0.489
clock                   0.169        0.0482          0.221
total                   0.205          2.07          0.727
[metal layers]
metal	part of all wire [%]	vias up	routed length (um)
li1	-	1745	-
met5	0	-	0
met4	0.39	0	30
met2	42	44	3250
met1	55	1484	4210
met3	2.7	4	204
[placed cells by master, fill, tap and decap left out, types with 6 or more instances in the layout]
master / instances
xor2_1: 18
nand2b_1: 7
mux2i_1: 6
and3_1: 8
or2_2: 7
inv_1: 25
a21oi_1: 30
xnor2_1: 10
nor2_1: 55
clkbuf_8: 6
a211oi_1: 6
o21ai_0: 12
or3_1: 8
nor3_1: 12
dfxtp_1: 95
clkdlybuf4s50_1: 44
ha_1: 45
nand4_1: 9
nand2_1: 32
nand3_1: 16
No activity file was given, so power comes from the tool's default toggle rates.
